==> flow/design.v <==
`timescale 1ns / 1ps
module mux_Nbit_16to1(out, a, b, c, d, e, f, g, h, i, j, k, l, m, n, o, p, sel);
   parameter z = 1;
   output [z-1:0] out;
   input [z-1:0]  a, b, c, d, e, f, g, h, i, j, k, l, m, n, o, p;
   input [3:0]    sel;
   assign         out = sel == 4'b0000 ? a : 
                        sel == 4'b0001 ? b :
                        sel == 4'b0010 ? c : 
                        sel == 4'b0011 ? d :
                        sel == 4'b0100 ? e :
                        sel == 4'b0101 ? f :
                        sel == 4'b0110 ? g :
                        sel == 4'b0111 ? h :
                        sel == 4'b1000 ? i :
                        sel == 4'b1001 ? j :
                        sel == 4'b1010 ? k :
                        sel == 4'b1011 ? l :
                        sel == 4'b1100 ? m :
                        sel == 4'b1101 ? n :
                        sel == 4'b1110 ? o :
                        sel == 4'b1111 ? p : 0  ;
endmodule  
module mux_Nbit_8to1(out, a, b, c, d, e, f, g, h, sel);
   parameter n = 1;
   output [n-1:0] out;
   input [n-1:0]  a, b, c, d, e, f, g, h;
   input [2:0]    sel;
   assign         out = sel == 3'b000 ? a : 
                        sel == 3'b001 ? b :
                        sel == 3'b010 ? c : 
                        sel == 3'b011 ? d :
                        sel == 3'b100 ? e :
                        sel == 3'b101 ? f :
                        sel == 3'b110 ? g :
                        sel == 3'b111 ? h : 0  ;
endmodule  
module mux_Nbit_4to1(out, a, b, c, d, sel);
   parameter n = 1;
   output [n-1:0] out;
   input [n-1:0]  a, b, c, d;
   input [1:0]    sel;
   assign         out = sel == 2'b00 ? a : 
                        sel == 2'b01 ? b :
                        sel == 2'b10 ? c : 
                        sel == 2'b11 ? d : 0  ;
endmodule
module mux_Nbit_2to1(out, a, b, sel);
   parameter n = 1;
   output [n-1:0] out;
   input [n-1:0]  a, b;
   input          sel;
   assign         out = sel == 1'b0 ? a : 
                        sel == 1'b1 ? b : 0  ;
endmodule
module mux_Nbit_64to1(out, a0, a1, a2, a3, a4, a5, a6, a7, a8, a9, a10, a11, a12, a13, a14, a15, a16, a17, a18, a19, a20, a21, a22, a23, a24, a25, a26, a27, a28, a29, a30, a31, a32, a33, a34, a35, a36, a37, a38, a39, a40, a41, a42, a43, a44, a45, a46, a47, a48, a49, a50, a51, a52, a53, a54, a55, a56, a57, a58, a59, a60, a61, a62, a63, sel);
   parameter z = 1;
   output [z-1:0] out;
   input [z-1:0]  a0, a1, a2, a3, a4, a5, a6, a7, a8, a9, a10, a11, a12, a13, a14, a15, a16, a17, a18, a19, a20, a21, a22, a23, a24, a25, a26, a27, a28, a29, a30, a31, a32, a33, a34, a35, a36, a37, a38, a39, a40, a41, a42, a43, a44, a45, a46, a47, a48, a49, a50, a51, a52, a53, a54, a55, a56, a57, a58, a59, a60, a61, a62, a63;
   input [5:0]    sel;
   assign         out =             sel == 6'd0 ? a0:
            sel == 6'd1 ? a1:
            sel == 6'd2 ? a2:
            sel == 6'd3 ? a3:
            sel == 6'd4 ? a4:
            sel == 6'd5 ? a5:
            sel == 6'd6 ? a6:
            sel == 6'd7 ? a7:
            sel == 6'd8 ? a8:
            sel == 6'd9 ? a9:
            sel == 6'd10 ? a10:
            sel == 6'd11 ? a11:
            sel == 6'd12 ? a12:
            sel == 6'd13 ? a13:
            sel == 6'd14 ? a14:
            sel == 6'd15 ? a15:
            sel == 6'd16 ? a16:
            sel == 6'd17 ? a17:
            sel == 6'd18 ? a18:
            sel == 6'd19 ? a19:
            sel == 6'd20 ? a20:
            sel == 6'd21 ? a21:
            sel == 6'd22 ? a22:
            sel == 6'd23 ? a23:
            sel == 6'd24 ? a24:
            sel == 6'd25 ? a25:
            sel == 6'd26 ? a26:
            sel == 6'd27 ? a27:
            sel == 6'd28 ? a28:
            sel == 6'd29 ? a29:
            sel == 6'd30 ? a30:
            sel == 6'd31 ? a31:
            sel == 6'd32 ? a32:
            sel == 6'd33 ? a33:
            sel == 6'd34 ? a34:
            sel == 6'd35 ? a35:
            sel == 6'd36 ? a36:
            sel == 6'd37 ? a37:
            sel == 6'd38 ? a38:
            sel == 6'd39 ? a39:
            sel == 6'd40 ? a40:
            sel == 6'd41 ? a41:
            sel == 6'd42 ? a42:
            sel == 6'd43 ? a43:
            sel == 6'd44 ? a44:
            sel == 6'd45 ? a45:
            sel == 6'd46 ? a46:
            sel == 6'd47 ? a47:
            sel == 6'd48 ? a48:
            sel == 6'd49 ? a49:
            sel == 6'd50 ? a50:
            sel == 6'd51 ? a51:
            sel == 6'd52 ? a52:
            sel == 6'd53 ? a53:
            sel == 6'd54 ? a54:
            sel == 6'd55 ? a55:
            sel == 6'd56 ? a56:
            sel == 6'd57 ? a57:
            sel == 6'd58 ? a58:
            sel == 6'd59 ? a59:
            sel == 6'd60 ? a60:
            sel == 6'd61 ? a61:
            sel == 6'd62 ? a62:
            sel == 6'd63 ? a63: 0;
endmodule  
==> flow/run.sh <==
#!/bin/bash
# OpenROAD 26Q1-2900-gdf79404cd8, Yosys 0.63+post, stock flow scripts
make -C /OpenROAD-flow-scripts/flow DESIGN_CONFIG=/design/flow/config.mk WORK_HOME=/design/flow/orfs finish
==> flow/config.mk <==
export PLATFORM = sky130hd
export DESIGN_NAME = mux_Nbit_64to1
export DESIGN_NICKNAME = mux_Nbit_64to1
export VERILOG_FILES = /design/flow/design.v
export SDC_FILE = /design/flow/constraint.sdc
export NUM_CORES = 4
export LEC_CHECK = 1
export CORE_AREA = 10 10 70 70
export DIE_AREA = 0 0 80 80
==> flow/constraint.sdc <==
current_design mux_Nbit_64to1

set clk_period 3.4
set clk_io_pct 0.2

create_clock -name clk0 -period $clk_period

set non_clock_inputs [all_inputs -no_clocks]
set_input_delay [expr $clk_period * $clk_io_pct] -clock clk0 $non_clock_inputs
set_output_delay [expr $clk_period * $clk_io_pct] -clock clk0 [all_outputs]
==> results.toml <==
# flow metrics
[run_status]
outcome = "completed"

[logic_synthesis]
synth.avg_cell_area_um2 = 6.92
syn_area_mm2 = 0.00106
ys_warn_count = 0
yosys-top-cells-count = "nand2_1 (15), nor2_1 (15), a21oi_1 (11), mux2i_1 (11)"
syn_inst = 153
yosys_area_mm2 = 0.00106
ys_cells = 153
netlist_top_cells_area = "mux2i_1 (10%), mux4_2 (6.4%), nand2_1 (5.3%)"
yosys.stat.seqShare_pct = 0
netlist.area_leader.share_pct = 10.4
top_area_cell = "mux2i_1"
ys_types = 55

[finish]
comb_area_mm2 = 0.00101
drive_gt1_share_pct = 27.8
flop-count = 0
n_clock_buffer = 0
regArea_um2 = 0
areaGrowthSynthToFinish_pct = 109
layout.cells.non_filler = 301
nFillCells = 303
utilization_pct = 64.7

[floorplan]
die_area_mm2 = 0.00640
fp.dieH_um = 80
fp_util_pct = 31.0
ios = 71
rows = 21
core_area_mm2 = 0.00342
die_w_um = 80

[power]
clock_power_share_pct = 0
pwr_density_cell_mw_per_mm2 = 121
combPwrFrac_pct = 100.0
p_sw_share_pct = 37.9
leakage_nw = 0.920
power.switching_mw = 0.101
intPower_mw = 0.166
peakVddDrop_mv = 0.0723
pwr-share-seq_pct = 0

[route]
route.vias.total = 1641
num_antenna_cells = 0
drt-initial-drc-count = 114
drt-total-wl_mm = 5.26
route.detailed.drc = 0
viasPerCell = 5.45
antenna_left = 0
wl_per_cell_um = 17.5
dr.pass1.iters = 5

[placed_design]
pre_cts_ws_ns = -0.486
gp_congestion = 0.926
io_buffers = 71
dp.cells = 298
dpl.hpwl_mm = 4.27

[global_routing]
grt.total_usage_pct = 16.2
grt_max_degree = 13
grt_overflow_total = 0
grt_pass1_vias = 1683
grt_antenna_before_repair = 0
grt_pass1_wl_mm = 8.46

[sta]
fin_crit_sh_pct = 98.3
final-setup-viol-count = 0
max-slew-margin-rel_pct = 75.6
layout_setup_ws_ns = 0.0561
period_minus_slack_ns = 3.34
hold_viol_final = 0
whs_ns = 2.23
final_max_slew_viol_count = 0
max_freq_ghz = 0.299
rsz0062_at_grt = "no"
worst_pin_slew_ns = 0.365

[cts]
cts_hold_buf = 0

[worst_hold_path]
hold_class = "in -> out"
hold_start = "sel[5]"

[worst_setup_path]
crit_fanout = 2
required_ns = 2.72
cp-startpoint = "a20[0]"
path_class = "in -> out"
worstPathArrival_ns = 2.66
cp-endpoint = "out[0]"
cp-end-kind = "output port"
cp-start-kind = "primary input"

[run]
cap_violations = 0
warnings = 32
-- through the flow --
| stage | power [mW] | instance area (um^2) | setup TNS [ns] |
|---|---|---|---|
| after floorplan | 0.102 | 1060 | 0 |
| after global placement | 0.246 | 2070 | -0.490 |
| after detailed placement | 0.246 | 2070 | -0.486 |
| after CTS | 0.261 | 2170 | 0 |
| after global routing | 0.287 | 2210 | 0 |
| final | 0.267 | 2210 | 0 |
-- how the worst min path moves through the flow --
| stage | to | slack (ns) | depth (start not counted) |
|---|---|---|---|
| after CTS | out[0] | 2.33 | 6 |
| after global routing | out[0] | 2.30 | 7 |
| final | out[0] | 2.23 | 7 |
-- layer usage --
metal  global-route usage, %  vias up  wire (um)
li1                        -      814          -
met1                    21.9      757       2300
met2                    27.2       62       2550
met3                    2.16        8        338
met4                    1.94        0         74
met5                       0        -          0
-- cell families after synthesis --
family | after synthesis | synth area share, %
simple gates | 61 | 29.9
buf+inv | 18 | 10.8
mux | 15 | 17.8
compound gates | 59 | 41.5
-- cell usage in the layout, fill, tap and decap left out, types with 3 or more instances in the layout --
cell / n
clkdlybuf4s50_1: 64
buf_4: 39
nand2_1: 14
nor2_1: 13
mux2i_1: 11
a21oi_1: 11
o21ai_0: 6
nand2b_1: 5
nand3_1: 4
a221oi_1: 3
a22o_1: 3
nor3_1: 3
mux4_2: 3
dlygate4sd2_1: 3
buf_6: 3
-- worst max-delay path, stage by stage --
cell	delay, ns
clkdlybuf4s50_1	0.43
a21oi_1	0.16
nor2_1	0.07
o311ai_2	0.36
a211oi_2	0.09
a211o_1	0.23
a222oi_1	0.29
o21ai_1	0.09
dlygate4sd2_1	0.25
-- area by class of cell --
class,instances,area share [%]
timing repair buffer,117,51.3
tap,46,2.61
multi-input combinational,135,45.6
inverter,3,0.510
-- power groups by stage --
| stage | combinational, mW | sequential [mW] | clock, mW |
|---|---|---|---|
| 4_1_cts | 0.261 | 0 | 0 |
| 5_1_grt | 0.287 | 0 | 0 |
| 6_report | 0.267 | 0 | 0 |
-- timing repair --
action,4_1_cts,5_1_grt
setup endpoints to repair,1,1
gates resized,18,17
pin swaps,2,10
gates cloned,2,0
buffers inserted,1,0
Power is estimated from default activity; no workload was simulated.
