==> flow/design.v <==
`timescale 1ns / 1ps
module lc4_divider(dividend_in, divisor_in, remainder_out, quotient_out);
   input [15:0] dividend_in, divisor_in;
   output [15:0] remainder_out, quotient_out;
   parameter [15:0] r_0 = 16'b0;
   parameter [15:0] q_0 = 16'b0;
   wire [15:0] remainder;
   wire [15:0] quotient;
   wire [15:0] r_1, r_2, r_3, r_4, r_5, r_6, r_7, r_8, r_9, r_10, r_11, r_12, r_13, r_14, r_15;
   wire [15:0] q_1, q_2, q_3, q_4, q_5, q_6, q_7, q_8, q_9, q_10, q_11, q_12, q_13, q_14, q_15;
   wire [15:0] d_1, d_2, d_3, d_4, d_5, d_6, d_7, d_8, d_9, d_10, d_11, d_12, d_13, d_14, d_15, d_16;
   lc4_divider_one_iter div_1 (dividend_in, divisor_in, r_0, q_0, d_1, r_1, q_1);
   lc4_divider_one_iter div_2 (d_1, divisor_in, r_1, q_1, d_2, r_2, q_2);
   lc4_divider_one_iter div_3 (d_2, divisor_in, r_2, q_2, d_3, r_3, q_3);
   lc4_divider_one_iter div_4 (d_3, divisor_in, r_3, q_3, d_4, r_4, q_4);
   lc4_divider_one_iter div_5 (d_4, divisor_in, r_4, q_4, d_5, r_5, q_5);
   lc4_divider_one_iter div_6 (d_5, divisor_in, r_5, q_5, d_6, r_6, q_6);
   lc4_divider_one_iter div_7 (d_6, divisor_in, r_6, q_6, d_7, r_7, q_7);
   lc4_divider_one_iter div_8 (d_7, divisor_in, r_7, q_7, d_8, r_8, q_8);
   lc4_divider_one_iter div_9 (d_8, divisor_in, r_8, q_8, d_9, r_9, q_9);
   lc4_divider_one_iter div_10 (d_9, divisor_in, r_9, q_9, d_10, r_10, q_10);
   lc4_divider_one_iter div_11 (d_10, divisor_in, r_10, q_10, d_11, r_11, q_11);
   lc4_divider_one_iter div_12 (d_11, divisor_in, r_11, q_11, d_12, r_12, q_12);
   lc4_divider_one_iter div_13 (d_12, divisor_in, r_12, q_12, d_13, r_13, q_13);
   lc4_divider_one_iter div_14 (d_13, divisor_in, r_13, q_13, d_14, r_14, q_14);
   lc4_divider_one_iter div_15 (d_14, divisor_in, r_14, q_14, d_15, r_15, q_15);
   lc4_divider_one_iter div_16 (d_15, divisor_in, r_15, q_15, d_16, remainder, quotient);
   assign remainder_out = (divisor_in == 16'd0) ? (16'd0) : (remainder);
   assign quotient_out = (divisor_in == 16'd0) ? (16'd0) : (quotient);
endmodule
`timescale 1ns / 1ps
module lc4_divider_one_iter(dividend_in, divisor_in, remainder_in, quotient_in, 
                            dividend_out, remainder_out, quotient_out);
   input [15:0] dividend_in, divisor_in, remainder_in, quotient_in;
   output [15:0] dividend_out, remainder_out, quotient_out;
   wire [15:0] remainder;
   assign remainder = (remainder_in << 1) | ((dividend_in >> 15) & 16'b1);
   assign quotient_out = (remainder < divisor_in) ? ((quotient_in << 1) | 16'b0) : ((quotient_in << 1) | 16'b1);
   assign remainder_out = (remainder < divisor_in) ? remainder : (remainder - divisor_in);
   assign dividend_out = dividend_in << 1;
endmodule
==> flow/run.sh <==
#!/bin/bash
# OpenROAD 26Q1-2900-gdf79404cd8, Yosys 0.63+post, stock flow scripts
make -C /OpenROAD-flow-scripts/flow DESIGN_CONFIG=/design/flow/config.mk WORK_HOME=/design/flow/orfs finish
==> flow/config.mk <==
export PLATFORM = sky130hd
export DESIGN_NAME = lc4_divider
export DESIGN_NICKNAME = lc4_divider
export VERILOG_FILES = /design/flow/design.v
export SDC_FILE = /design/flow/constraint.sdc
export NUM_CORES = 4
export LEC_CHECK = 1
export CORE_UTILIZATION = 50
==> flow/constraint.sdc <==
current_design lc4_divider

set clk_period 64.7
set clk_io_pct 0.2

create_clock -name clk0 -period $clk_period

set non_clock_inputs [all_inputs -no_clocks]
set_input_delay [expr $clk_period * $clk_io_pct] -clock clk0 $non_clock_inputs
set_output_delay [expr $clk_period * $clk_io_pct] -clock clk0 [all_outputs]
==> impl_metrics.csv <==
group,metric,value,unit
run_status,status,"complete, no violations",
setup_path,critPathMaxFanout,21,
floorplanning,core,26100,um^2
detailed_routing,drtIter0Drc,1069,
worst_hold_path,hold_class,"in -> out",
yosys,ys_seq_share,0,
worst_hold_path,holdCritStartpoint,"dividend_in[0]",
global_route,first_global_vias,12400,
final_layout,stdcell_area,14500,um^2
setup_path,slowest_delay,0.63,ns
yosys,ys_area,13300,um^2
placement,port_buffers,64,
global_route,grt_usage,0.324,
setup_path,critPathSlowestCell,"clkdlybuf4s50_1",
setup_path,cp_top_family,"AND-OR/OR-AND gates",
yosys,syn_avg_cell_area,6.93,um^2
setup_path,critPathKind,"in -> out",
cts,cts_hold_buf,0,
setup_path,cp-startpoint,"divisor_in[0]",
sta,drv_slew,0,
floorplanning,die_y,165,um
final_layout,layout.cells.most_common,"ha_1",
worst_hold_path,hold_depth,4,
detailed_routing,insertedDiodeCount,0,
final_layout,fill_cells,2557,
yosys,syn-cell-area,13300,um^2
yosys,mux_share,0.0375,
final_layout,clkbuf_count,0,
floorplanning,dieArea,27200,um^2
global_route,grt_first_pass_wirelength,67400,um
global_route,grt_antenna_before_repair,0,
global_route,grt_overflow,0,
yosys,synth_top_cell_by_area,"ha_1",
sta,final_hold_viol_count,0,
setup_path,worst-path-buf-inv,13,
setup_path,required,51.76,ns
final_layout,design.seq.count,0,
setup_path,critPathCaptureType,"output port",
yosys,synthAoiAreaFrac,0.341,
final_layout,areaGrowthSynthToFinish,9.52,%
yosys,ys_sh_xor,0.104,
detailed_routing,drc,0,
setup_path,crit_arrival,49.16,ns
yosys,yosysTopAreaCellShare,0.227,
final_layout,layout_top_cells,"ha_1 (241), nand2_1 (198), nor2_1 (179)",
final_layout,drive_gt1_frac,0.0718,
sta,setup_violations,0,
detailed_routing,post_drt_wl_per_cell,19.2,um
floorplanning,io_pins,64,
sta,fin_crit,62.10,ns
floorplanning,die_width,165,um
flow_run,warnings,32,
yosys,ys_cells,1913,
sta,holdWs,26.90,ns
final_layout,postLayoutCoreUtil,0.557,
setup_path,worstSetupPathDepth,143,
yosys,syn_inst,1913,
floorplanning,rows,59,
sta,rsz0062_at_grt,"no",
detailed_routing,drtAntennaViolNets,0,
yosys,ys_types,98,
final_layout,flop_area,0,um^2
placement,dp_hpwl,34500,um
setup_path,start_kind,"input port",
floorplanning,core_util_floorplan,0.509,
detailed_routing,routed_wl,44100,um
sta,slew_headroom,0.500,
sta,worst_slew_pin_slew,0.743,ns
sta,max_freq,0.0161,GHz
detailed_routing,drtPass1Iterations,5,
yosys,yosysWarnings,0,
placement,routabilityCongestion,0.979,
cts,post_cts_buffers,0,
yosys,synthTopLogicFamily,"AND-OR/OR-AND gates",
placement,post_dp_cell_area,14400,um^2
sta,fin_crit_sh,0.960,
detailed_routing,viasPerCell,6.10,
flow_run,max_cap_violations,0,
yosys,yosys.area_share.simple,0.219,
yosys,synth.area.top_cells,"ha_1 (23%), a21oi_1 (6.8%), xnor2_1 (6.2%)",
global_route,grt_max_degree,32,
detailed_routing,via_count,14000,
yosys,synth-adder-area-share,0.250,
==> cells by family (layout without fill, tap and decap cells) <==
group / after synthesis / count (layout)
mux: 45 / 45
compound gates: 676 / 676
other cells: 1 / 7
buf+inv: 163 / 208
fa+ha+maj: 256 / 256
simple gates: 615 / 616
xor+xnor: 157 / 157
==> cell type report <==
type               instances  area [um^2]  area share
multi-input cells       1757        12800       0.882
well taps                335          419      0.0289
repair buffers            95          873      0.0601
inverters                113          427      0.0294
==> worst paths after layout <==
kind  slack, ns                end
max        2.60  remainder_out[15]
min       26.90   remainder_out[0]
==> what timing repair did <==
item,CTS,global route
setup endpoints to repair,17,18
resized,3,33
pin swaps,0,1
cloned,0,1
==> metrics by stage <==
| stage | instances | setup WS [ns] | TNS, ns |
|---|---|---|---|
| after floorplan | 1919 | 5.13 | 0 |
| after global placement | 2299 | -0.0909 | -0.0909 |
| after detailed placement | 2299 | -0.445 | -5.00 |
| after CTS | 2299 | 0.114 | 0 |
| after global routing | 2300 | 0.0167 | 0 |
| final | 2300 | 2.60 | 0 |
==> Yosys cell counts, types with 5 or more instances <==
cell,n
fa_1,15
a211o_1,12
o221ai_1,5
o22ai_1,7
o211ai_1,19
nor2_1,179
nor4_1,5
or3_1,15
clkbuf_1,28
nand4_1,6
o21a_1,50
a211oi_1,26
a31oi_1,27
buf_2,14
or2_2,14
and2_1,20
a311oi_1,7
ha_1,241
xnor2_1,94
nand3_1,40
nor2b_1,25
a21oi_1,179
and3_1,9
a31o_2,8
nand2b_1,23
inv_1,113
o21ai_0,130
o21bai_1,16
o31a_1,8
nor3b_1,7
mux2i_1,16
xor2_1,63
o31ai_1,16
a21o_1,81
o21ai_1,8
mux2_2,25
nor3_1,53
a21boi_0,11
nand2_1,199
==> metal layers <==
metal	up-vias	part of all wire	GRT usage
met5	-	0	0
met4	0	0.020	0.0559
met3	61	0.056	0.0323
met2	419	0.45	0.530
met1	6364	0.47	0.467
li1	7175	-	-
